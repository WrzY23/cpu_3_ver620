**design.v**
```verilog
module ALU (
    input wire [4:0] ALUOp,
    input wire [31:0] A,
    input wire [31:0] B,
    output wire [31:0] Result,
    output wire ALUExp
);
  wire [31:0] add_sub_res;
  wire [31:0] slt_res;
  wire [31:0] sltu_res;
  wire [31:0] and_res;
  wire [31:0] nor_res;
  wire [31:0] or_res;
  wire [31:0] xor_res;
  wire [31:0] sll_res;
  wire [31:0] sr_res;
  wire [31:0] lui_res;
  wire [31:0] mul_res;   
  wire [31:0] andn_res;
  wire [31:0] orn_res;
  wire [63:0] sr64_result;
  wire [63:0] mul64_res;   
  wire [31:0] div_res;   
  wire        add_ovf;
  wire        sub_ovf;
  wire        div_exc;
  wire [31:0] adder_a;
  wire [31:0] adder_b;
  wire        adder_cin;
  wire [31:0] adder_res;
  wire        adder_cout;
  assign adder_a = A;
  assign adder_b = (ALUOp == 5'b00001 | ALUOp == 5'b00010 | ALUOp == 5'b00011) ? ~B : B;
  assign adder_cin = (ALUOp == 5'b00001 | ALUOp == 5'b00010 | ALUOp == 5'b00011) ? 1'b1 : 1'b0;
  assign {adder_cout, adder_res} = adder_a + adder_b + adder_cin;
  assign add_sub_res = adder_res;
  assign add_exc = (adder_a[31] ~^ adder_b[31]) & (adder_a[31] ^ adder_res[31]);
  assign sub_exc = (adder_a[31] ^ adder_b[31]) & (adder_a[31] ^ adder_res[31]);
  assign slt_res = {31'b0, ((A[31] & ~B[31]) | ((A[31] ~^ B[31]) & A[31]))};
  assign sltu_res = {31'b0, ~adder_cout};
  assign and_res = A & B;
  assign or_res = A | B;
  assign andn_res = A & ~B;
  assign orn_res = A | ~B;
  assign nor_res = ~(A | B);
  assign xor_res = A ^ B;
  assign lui_res = B;
  assign sll_res = A << B;
  assign sr64_result = {{32{(ALUOp == 5'b01010) & A[31]}}, A[31:0]} >> B[4:0];
  assign sr_res = sr64_result[31:0];
  assign mul64_res = A * B;
  assign mul_res = mul64_res[31:0];
  assign div_res = A / B;
  assign div_exc = (B == 32'b0);
  assign Result = ({32{ALUOp == 5'b00000}}   & add_sub_res
                  |{32{ALUOp == 5'b00001}}   & add_sub_res
                  |{32{ALUOp == 5'b00010}}   & slt_res
                  |{32{ALUOp == 5'b00011}}  & sltu_res
                  |{32{ALUOp == 5'b00100}}   & and_res
                  |{32{ALUOp == 5'b00101}}   & nor_res
                  |{32{ALUOp == 5'b00110}}    & or_res
                  |{32{ALUOp == 5'b00111}}   & xor_res
                  |{32{ALUOp == 5'b01000}}   & sll_res
                  |{32{ALUOp == 5'b01001}}   & sr_res
                  |{32{ALUOp == 5'b01010}}   & sr_res
                  |{32{ALUOp == 5'b01011}}   & lui_res
                  |{32{ALUOp == 5'b01100}}  & andn_res
                  |{32{ALUOp == 5'b01101}}   & orn_res
                  |{32{ALUOp == 5'b01110}}   & mul_res
                  |{32{ALUOp == 5'b01111}}   & div_res
                  |{32{ALUOp == 5'b00000}} & 32'b0);
  assign ALUExp = ({1{ALUOp == 5'b00000}}    & add_ovf
                  |{1{ALUOp == 5'b00001}}    & sub_ovf
                  |{1{ALUOp == 5'b01111}}    & div_exc);
endmodule
```
**constraint.sdc**
```tcl
current_design ALU

set clk_period 309.0
set clk_io_pct 0.2

create_clock -name clk0 -period $clk_period

set non_clock_inputs [all_inputs -no_clocks]
set_input_delay [expr $clk_period * $clk_io_pct] -clock clk0 $non_clock_inputs
set_output_delay [expr $clk_period * $clk_io_pct] -clock clk0 [all_outputs]
```
**config.mk**
```make
export PLATFORM = sky130hd
export DESIGN_NAME = ALU
export DESIGN_NICKNAME = ALU
export VERILOG_FILES = /design/flow/design.v
export SDC_FILE = /design/flow/constraint.sdc
export NUM_CORES = 4
export LEC_CHECK = 1
export CORE_UTILIZATION = 40
export SYNTH_HDL_FRONTEND = slang
```
**run.sh**
```bash
#!/bin/bash
# OpenROAD 26Q1-2900-gdf79404cd8, Yosys 0.63+post, stock flow scripts
make -C /OpenROAD-flow-scripts/flow DESIGN_CONFIG=/design/flow/config.mk WORK_HOME=/design/flow/orfs finish
```
==> reports/results.ini <==
[worst_setup_path]
crit_buf_inv = 24
timing.critical_path.max_delay_family = AND-OR/OR-AND gates
crit_type = input pin to primary output
critical_path.slowest_cell = a211oi_1
cp_common_cell = ha_1
worstPathArrival_ns = 148.19
crit_fanout = 44
crit_path_start_kind = input pin
cp.required_ns = 247.20
critPathMaxStageDelay_ns = 1.01
worst_setup_path_end_kind = primary output

[drt]
finalWirelength_um = 260000
detailedRoute.firstPassIterationCount = 8
vias = 56800
detail_route.wl_per_cell_um = 28.4
post_drt_via_cell_ratio = 6.21
drt_first_iter_violations = 5343
ant_nets = 0
drc = 0

[synthesis]
ys.warnings.count = 2
synth.top_cells.by_area = ha_1 19%, fa_1 16%, nand2_1 6.8%
synthesis.area_per_instance_um2 = 7.11
synth_area_um2 = 52700
synth_top_cell_by_area = ha_1
synth.yosys.chip_area_um2 = 52700
number_of_distinct_library_cells_after_synthesis = 107
fraction_of_post_synthesis_cell_area_in_the_top_cell_type_by_area_pct = 19.3
yosysCellCount = 7412
synthesis.instances = 7412
synth.cellmix.xorXnorShare_pct = 7.68
synth-compound-area-share_pct = 24.8
synthMuxAreaShare_pct = 3.47
synth_seq_share_pct = 0
synth.cellmix.adderShare_pct = 34.9
top_logic_kind = adder cells
synth-simple-area-share_pct = 21.6

[job]
max_cap_violations = 0
openroad.warnings = 133

[place]
hpwl_um = 204000
port-buffer-count = 102
place.detailed.instances = 9136
place.gp.congestion = 1.11

[final_timing]
finalHoldViolations = 0
fmaxAchievable_mhz = 4.76
max_slew_margin_pct = 12.9
maxSlewViolCount = 0
setup-violations-final = 0
period_minus_slack_ns = 209.99
worst-slew-pin-transition_ns = 1.30
final.period_utilization_pct = 68.0
rsz0062_at_grt = false
finalSetupTns_ns = 0

[finish]
finalCoreUtilization_pct = 43.3
instances_no_fill = 9144
layout_clock_buffers = 0
register_area_um2 = 0
drive_gt1_share_pct = 6.14
area.growth.synth_to_final_pct = 6.99
area.combinational_um2 = 48800
fill_cells = 13600
flops = 0

[die]
fp-row-count = 132
io-pin-count = 102
fp.dieH_um = 365
die_w_um = 365
dieArea_um2 = 133000
placeableCoreArea_um2 = 130000
fp_util_pct = 40.5

[power_and_ir_drop]
p_sw_share_pct = 63.0
ir_drop_mv = 0.0416
static-leakage-power_nw = 26.6
power.internal_w = 0.000218
power.net_switching_w = 0.000372
cellPowerDensity_nw_per_um2 = 10.5

[global_route]
grt.busiest_layer = met2
first_global_vias = 54400
grt.met3_usage_pct = 14.0
global_route_wire_length_before_repair_um = 375000
global_route.usage.total_pct = 39.8
use_met2_pct = 57.2
grt-ovfl-total = 0
groute.layer.met1.usage_pct = 53.8
maximum_number_of_pins_on_one_net_before_global_route_repair = 61
initial_antenna_violation_count = 21

[clocking]
post_cts_resize_count = 0
cts_hold_buffers = 0
cts_post_setup_buffers_inserted = 0

[min_path]
min-delay-path-class = input pin to primary output

[outcome]
outcome = finished clean

## cell families after synthesis
group	after synthesis
compound gates	1980
xor+xnor	462
fa+ha+maj	1223
buf+inv	1050
mux	168
simple gates	2529
## layer usage
layer  wire [µm]  vias to the layer above
met3       31800                      672
met4       15100                       36
li1            -                    26000
met5         221                        -
met2      106000                     3038
met1      106000                    27000
## layout by cell type (no fill, tap or decap), types with 55 or more instances in the layout
cell type / count
inv_1: 677
and3_1: 55
nor2_1: 750
fa_1: 409
ha_1: 814
o21a_1: 143
clkdlybuf4s50_1: 89
nor3_1: 164
nand3_1: 126
a21o_1: 175
o211ai_1: 97
a21oi_1: 481
buf_4: 240
or3_1: 87
nor2b_1: 64
mux2i_1: 116
o21ai_0: 404
xor2_1: 154
nand2_1: 950
nand4_1: 71
a221oi_1: 58
a211oi_1: 86
xnor2_1: 308
a31oi_1: 76
## cell usage after synthesis, types with 16 or more instances
master     count
o21bai_1      44
xnor2_1      308
a31oi_1       77
nand2b_1      53
o31ai_1       48
nand3_1      126
a21boi_0      34
nand2_1      950
and3_1        55
mux2_2        44
a211oi_1      87
a31o_2        18
nor4_1        33
inv_1        684
a21oi_1      483
nor2b_1       65
fa_1         409
a222oi_1      16
or2_2         54
buf_1         72
xor2_1       154
a22oi_1       16
or3_1         87
a21o_1       175
nor2_1       757
o211ai_1      97
mux2i_1      116
o22ai_1       26
nand4_1       71
ha_1         814
clkbuf_1     270
nor3_1       166
o2111ai_1     17
o21a_1       143
o221ai_1      29
o31a_1        16
and2_1        43
o21ai_0      405
a221oi_1      58
## power by group through the flow
stage    Combinational [W]  Clock, W  Sequential [W]
4_1_cts           0.000570         0               0
5_1_grt           0.000643         0               0
## stage by stage
step                hold WS, ns  setup WS [ns]  instance area [µm²]  power, W
floorplan                123.78         113.63                52700  0.000368
global placement         124.82         101.82                56400  0.000568
detailed placement       124.82         101.46                56400  0.000566
CTS                      124.82         101.09                56400  0.000570
global route             124.87          94.51                56400  0.000643
finish                   124.91          99.01                56400  0.000590
## final cells by class
| class | instances | area share (%) |
|---|---|---|
| diodes | 8 | 0.0355 |
| multi-input cells | 6362 | 86.6 |
| well taps | 1742 | 3.87 |
| inverters | 694 | 4.63 |
| repair buffers | 338 | 4.86 |
## path summary, 6_finish.rpt
path	start	end	slack (ns)	cells after the start
worst max-delay path	B[26]	Result[0]	99.01	289
worst min-delay path	B[2]	ALUExp	124.91	5
Power and IR drop assume default switching activity.
