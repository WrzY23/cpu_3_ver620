===== flow/constraint.sdc =====
current_design RF

set clk_period 2.1
set clk_io_pct 0.2

create_clock -name clk0 -period $clk_period [get_ports {clk}]

set non_clock_inputs [all_inputs -no_clocks]
set_input_delay [expr $clk_period * $clk_io_pct] -clock clk0 $non_clock_inputs
set_output_delay [expr $clk_period * $clk_io_pct] -clock clk0 [all_outputs]

===== flow/config.mk =====
export PLATFORM = sky130hd
export DESIGN_NAME = RF
export DESIGN_NICKNAME = RF
export VERILOG_FILES = /design/flow/design.v
export SDC_FILE = /design/flow/constraint.sdc
export NUM_CORES = 4
export LEC_CHECK = 1
export CORE_UTILIZATION = 30
export SYNTH_HDL_FRONTEND = slang

===== flow/design.v =====
module RF (
    input  wire        clk,
    input  wire        rst,
    input  wire        RegWr,
    output reg         RFExp,
    input  wire [ 4:0] ReadAddr1,
    output reg  [31:0] ReadData1,
    input  wire [ 4:0] ReadAddr2,
    output reg  [31:0] ReadData2,
    input  wire [31:0] WriteAddr,
    input  wire [31:0] WriteData
);
  reg [0:31] r[31:0];   
  integer i;
  always @(posedge clk or posedge rst) begin
    if (rst) begin
      for (i = 0; i < 32; i = i + 1) r[i] <= 0;
      RFExp <= 0;
    end else begin
      if (WriteAddr == 0) begin
        RFExp <= 1;   
      end else if (RegWr && WriteAddr != 0) begin
        RFExp <= 0;   
        r[WriteAddr] <= WriteData;
      end
    end
  end
  always @(negedge clk or posedge rst) begin
    if (rst) begin
      ReadData1 <= 0;
      ReadData2 <= 0;
    end else begin
      ReadData1 <= r[ReadAddr1];
      ReadData2 <= r[ReadAddr2];
    end
  end
endmodule

===== flow/run.sh =====
#!/bin/bash
# OpenROAD 26Q1-2900-gdf79404cd8, Yosys 0.63+post, stock flow scripts
make -C /OpenROAD-flow-scripts/flow DESIGN_CONFIG=/design/flow/config.mk WORK_HOME=/design/flow/orfs finish

==> Slide: Implementation Results <==
Run Summary

Status
  • Status: complete, but fails checks
  • Failing checks: setup timing

Synthesis
  • Main flop type: dfrtp_1
  • Synthesized cell area: 56650 µm²
  • Syn Area/Cell: 15.19 µm²
  • Post-synth EDFFs: 0
  • Number of synthesized register bits: roughly 1.1k
  • Synth Warn #: 0
  • Post-synthesis cell count from yosys: ~3.7k
  • Top cells by area: dfrtp_1 (45%), mux2_1 (18%), mux4_2 (18%), dfrtn_1 (2.8%), mux2i_1 (2.3%)
  • Syn Inst Count: 3730
  • Async SR Flop Fraction: 1.000
  • Top cell area share: 0.4528
  • Register area share after synthesis: 0.4810
  • Post-synth top area cell: dfrtp_1
  • Chip area line of the yosys report: approximately 57000 µm²
  • Synth unique cells: 32

Die
  • Die area: 190600 µm²
  • Row cnt: 159
  • # IOs: 142
  • Die Span X: 436.6 µm
  • Die Ht: 436.6 µm
  • Initial Util: 0.3020
  • Placeable core area: about 190000 µm²

Worst setup path
  • Worst path max stage delay: 520 ps
  • Cell Chain, Critical Path: buf_12 > buf_6
  • Crit path from: ReadData1[15]$_DFF_NP0_
  • Critical path arrival: 2490 ps
  • WP data required: 1680 ps
  • CP Launch Type: flop
  • CP max-delay cell: dfrtn_1
  • Reg2reg start: r[634]$_DFFE_PP0P_
  • Worst Setup Path Type: reg -> out
  • Critical path capture point type: output port
  • Worst-path fanout max: 1
  • R2R depth: 5

Drt
  • Routed len/inst: 27.35 µm
  • Final antenna-violating net count: 0
  • M1 wire length: 71470 µm
  • Vias per inst: 5.406
  • Residual DRC: 0
  • Met3 wire length: 20890 µm
  • Iteration-0 DRC Markers: 2150
  • Routed vias: ~37k
  • Top Metal Used: met5
  • Pre-Repair DR Iteration Count: 5
  • Final WL: 185600 µm
  • Met2 WL post-DR: slightly below 90000 µm

Clock network
  • Maximum root-to-sink buffer count: 3
  • Hold Buf Count CTS: 0
  • CTS tree: done
  • Clock transition at path regs: ~60 ps
  • Clock buffer count from CTS: 118
  • Clk sinks: 1089
  • Clk latency late pin: 760 ps
  • Clock root cell: clkbuf_16
  • Depth of the CTS H-tree: 3

Final timing
  • Final setup viols: 135
  • Worst-margin pin slew: around 740 ps
  • Clock Skews: around 110 ps
  • Final hold violations: 0
  • Final setup margin: -807.4 ps
  • Max Transition Viols Final: 0
  • Slew HR: 0.5048
  • RSZ-0062 raised after global routing: yes

Placed design
  • Placed cell area: 65800 µm²
  • Dpl hpwl: 122300 µm
  • Final GP Congestion: 0.8706
  • Pre-CTS setup slack: -1418 ps
  • IO buf count: 141

Cells and area
  • Layout area overhead: 26.07%
  • Fill count: 17.13k
  • Post-route cell area: 71420 µm²
  • Layout cells sized above 1: 0.3642

GRT
  • Vias in the first global route: around 39k
  • First-pass GRT wire length: 272000 µm
  • Total track usage: 0.2018
  • Total grt overflow: 0
  • Pin count of the biggest net entering global routing: between 60 and 70
  • Antenna violations before repair: 6

Flow run
  • Max Cap Viol: 0
  • Tool warnings: 29

Pwr
  • Clock power frac: 0.471
  • Power Density: 663.0 nW/µm²
  • Internal: around 0.036 W
  • Lkg Pwr: 33.95 nW
  • Peak VDD IR: approximately 0.84 mV
  • Switching power: around 0.011 W
  • Switching part of the total power: 0.2395
  • Register share of total power: 0.447
  • Logic pwr share: 0.082

Worst hold path
  • Hold crit path type: in -> async
path summary, 6_finish.rpt:
check | slack [ps] | end
max | -810 | ReadData1[15]
min | 250 | r[118]$_DFFE_PP0P_
max reg2reg | -720 | ReadData2[26]$_DFF_NP0_
min reg2reg | 390 | r[5]$_DFFE_PP0P_
max in group asynchronous | 540 | ReadData1[22]$_DFF_NP0_
min in group clk0 | 390 | r[5]$_DFFE_PP0P_
registers in the layout, summed over array words and instances, names as in the netlist:
signal / count
ReadData2: 32
ReadData1: 32
RFExp: 1
r: 1024
stage by stage:
step	TNS (ps)	cells	hold WS (ps)	utilization	total power [W]
2_1_floorplan	-	3730	441.3	-	0.02333
3_3_place_gp	-917130	6492	376.8	0.3508	0.02545
5_1_grt	-86220	6781	237.9	0.3807	0.04893
4_1_cts	-80400	6734	210.8	0.3757	0.04784
6_report	-75620	6784	255.0	0.3807	0.04735
3_5_place_dp	-926660	6492	382.6	0.3508	0.02545
timing repair:
action                                  4_1_cts  5_1_grt
cloned                                        6       13
gates resized                               319      105
buffers inserted                             15       32
endpoints found under the setup margin      850     1117
pin swaps                                   148       65
synth_stat cells (8+ instances only):
cell type and instances:
a21boi_0 64, a221oi_1 64, a22o_1 128, a31oi_1 64, and2_1 66, buf_1 8
buf_2 96, buf_4 69, clkbuf_1 252, dfrtn_1 64, dfrtp_1 1025, mux2_1 918
mux2_2 74, mux2i_1 128, mux4_2 448, nand2_1 66, nor3_1 65, nor4_4 29
o21bai_1 64
cell usage in the layout, fill, tap and decap left out, types with 55 or more instances in the layout:
cell type and instances:
dfrtp_1 1025, mux2_1 889, mux4_2 448, buf_4 371, buf_12 185, clkbuf_16 131, mux2i_1 128, a22o_1 127
mux2_2 70, nand2_1 66, dfrtn_1 64, a221oi_1 64, o21bai_1 63, and2_1 62, buf_2 60, a21boi_0 57
nor3_2 56, a31oi_1 55
power by group through the flow:
| stage | registers (W) | logic, W | clock network [W] |
|---|---|---|---|
| CTS | 0.0212 | 0.00389 | 0.0228 |
| global route | 0.0212 | 0.00414 | 0.0236 |
| finish | 0.0212 | 0.00387 | 0.0223 |
logic make-up (layout without fill, tap and decap cells):
| logic type | count (synthesis) | in the layout | share of synthesized area |
|---|---|---|---|
| buffers and inverters | 429 | 982 | 0.03512 |
| DFF | 1089 | 1089 | 0.4810 |
| other | 0 | 6 | 0 |
| and+or+nand+nor | 259 | 259 | 0.03209 |
| AOI/OAI and AO/OA | 385 | 385 | 0.05387 |
| muxes | 1568 | 1568 | 0.3979 |
cell type report:
| cell class | instances | area (µm²) | share of cell area |
|---|---|---|---|
| diodes | 6 | 15.01 | 0.0002102 |
| clock buffers | 183 | 3518 | 0.04926 |
| clock inverters | 42 | 670.6 | 0.009390 |
| inverters | 4 | 18.77 | 0.0002628 |
| multi-input cells | 2212 | 28160 | 0.3943 |
| flip-flops and latches | 1089 | 27250 | 0.3815 |
| well taps | 2495 | 3122 | 0.04371 |
| repair buffers | 753 | 8666 | 0.1213 |
per-layer routing:
metal	GRT usage	vias up
met4	0.05320	2
met5	0.005040	-
met2	0.3078	1423
met1	0.2670	19510
met3	0.09031	319
li1	-	15430
critical path: cells and delay by family, from the launching register on:
kind	cells	cell delay, ps
buffers and inverters	2	220
flip-flops	1	520
Power figures rest on the tool's default switching activity, not on a simulated workload.
